### design/flow/run.sh
#!/bin/bash
# OpenROAD 26Q1-2900-gdf79404cd8, Yosys 0.63+post, stock flow scripts
make -C /OpenROAD-flow-scripts/flow DESIGN_CONFIG=/design/flow/config.mk WORK_HOME=/design/flow/orfs finish
### design/flow/constraint.sdc
current_design cla_with_carryout

set clk_period 16.4
set clk_io_pct 0.2

create_clock -name clk0 -period $clk_period

set non_clock_inputs [all_inputs -no_clocks]
set_input_delay [expr $clk_period * $clk_io_pct] -clock clk0 $non_clock_inputs
set_output_delay [expr $clk_period * $clk_io_pct] -clock clk0 [all_outputs]
### design/flow/config.mk
export PLATFORM = sky130hd
export DESIGN_NAME = cla_with_carryout
export DESIGN_NICKNAME = cla_with_carryout
export VERILOG_FILES = /design/flow/design.v
export SDC_FILE = /design/flow/constraint.sdc
export NUM_CORES = 4
export LEC_CHECK = 1
export CORE_AREA = 10 10 89 89
export DIE_AREA = 0 0 99 99
### design/flow/design.v
`timescale 1ns / 1ps
module gp1(input wire a, b,
           output wire g, p);
   assign g = a & b;
   assign p = a ^ b;
endmodule
module gp4(input wire [3:0] gin, pin,
           input wire cin,
           output wire gout, pout,
           output wire [2:0] cout);
   wire g0_1, p0_1, g2_3, p2_3;
   assign g0_1 = gin[1] | ( pin[1] & gin[0]);
   assign p0_1 = & (pin[1:0]);
   assign cout[0] = gin[0] | (pin[0] & cin);
   assign g2_3 = gin[3] | (pin[3] & gin[2]);
   assign p2_3 = & (pin[3:2]);
   assign cout[1] = g0_1 | (p0_1 & cin); 
   assign gout = g2_3 | (p2_3 & g0_1) ;
   assign pout = p2_3 & p0_1 ; 
   assign cout[2] = gin[2] | (pin[2] & (g0_1 | (p0_1 & cin)));
endmodule
module gp8(input wire [7:0] gin, pin,
           input wire cin,
           output wire gout, pout,
           output wire [6:0] cout);
  wire g03, p03, g47, p47;
  gp4 gp4_lower( .gin(gin[3:0]), .pin(pin[3:0]), .cin(cin), .gout(g03), .pout(p03), .cout(cout[2:0])) ; 
  wire carry_lower;
  assign carry_lower = g03 | (p03 & cin) ;
  assign cout[3] = g03 | (p03 & cin) ;
  gp4 gp4_upper( .gin(gin[7:4]), .pin(pin[7:4]), .cin(carry_lower), .gout(g47), .pout(p47), .cout(cout[6:4]));
  assign gout = g47 | (p47 & g03);
  assign pout = p47 & p03 ; 
endmodule
module cla
  (input wire [31:0]  a, b,
   input wire         cin,
   output wire [31:0] sum);
   wire [30:0] cout;
   genvar i ;
   wire [31:0] g ;
   wire [31:0] p ;
   generate 
	for(i = 0;i<32;i=i+1) begin
		gp1 gp1_block(.a(a[i]), .b(b[i]), .g(g[i]), .p(p[i]));
	end
   endgenerate
	wire [7:0] gout ;
	wire [7:0] pout ;
	gp4 gp4_block0(.gin(g[3:0]), .pin(p[3:0]), .cin(cin), .gout(gout[0]), .pout(pout[0]), .cout(cout[2:0]));
	wire c0 = gout[0] | (pout[0] & cin); 
	gp4 gp4_block1(.gin(g[7:4]), .pin(p[7:4]), .cin(c0), .gout(gout[1]), .pout(pout[1]), .cout(cout[6:4]));
	wire c1 = gout[1] | (pout[1] & c0); 
	gp4 gp4_block2(.gin(g[11:8]), .pin(p[11:8]), .cin(c1), .gout(gout[2]), .pout(pout[2]), .cout(cout[10:8]));
	wire c2 = gout[2] | (pout[2] & c1); 
	gp4 gp4_block3(.gin(g[15:12]), .pin(p[15:12]), .cin(c2), .gout(gout[3]), .pout(pout[3]), .cout(cout[14:12]));
	wire c3 = gout[3] | (pout[3] & c2); 
	gp4 gp4_block4(.gin(g[19:16]), .pin(p[19:16]), .cin(c3), .gout(gout[4]), .pout(pout[4]), .cout(cout[18:16]));
	wire c4 = gout[4] | (pout[4] & c3); 
	gp4 gp4_block5(.gin(g[23:20]), .pin(p[23:20]), .cin(c4), .gout(gout[5]), .pout(pout[5]), .cout(cout[22:20]));
	wire c5 = gout[5] | (pout[5] & c4); 
	gp4 gp4_block6(.gin(g[27:24]), .pin(p[27:24]), .cin(c5), .gout(gout[6]), .pout(pout[6]), .cout(cout[26:24]));
	wire c6 = gout[6] | (pout[6] & c5); 
	gp4 gp4_block7(.gin(g[31:28]), .pin(p[31:28]), .cin(c6), .gout(gout[7]), .pout(pout[7]), .cout(cout[30:28]));
   wire [6:0] c_final;
   wire g0_31 , p0_31;
	gp8 gp8_block( .gin(gout), .pin(pout), .cin(cin), .gout(g0_31), .pout(p0_31), .cout(c_final));
	assign {cout[27], cout[23], cout[19], cout[15], cout[11], cout[7], cout[3] } = c_final;
	wire [31:0] carry_out = {cout,cin};
	assign sum = p ^ carry_out;
endmodule
module cla_with_carryout
  (input wire [31:0]  a, b,
   input wire         cin,
   output wire [31:0] sum,
   output wire c_out);
   wire [30:0] cout;
   genvar i ;
   wire [31:0] g ;
   wire [31:0] p ;
   generate 
	for(i = 0;i<32;i=i+1) begin
		gp1 gp1_block(.a(a[i]), .b(b[i]), .g(g[i]), .p(p[i]));
	end
   endgenerate
	wire [7:0] gout ;
	wire [7:0] pout ;
	gp4 gp4_block0(.gin(g[3:0]), .pin(p[3:0]), .cin(cin), .gout(gout[0]), .pout(pout[0]), .cout(cout[2:0]));
	wire c0 = gout[0] | (pout[0] & cin); 
	gp4 gp4_block1(.gin(g[7:4]), .pin(p[7:4]), .cin(c0), .gout(gout[1]), .pout(pout[1]), .cout(cout[6:4]));
	wire c1 = gout[1] | (pout[1] & c0); 
	gp4 gp4_block2(.gin(g[11:8]), .pin(p[11:8]), .cin(c1), .gout(gout[2]), .pout(pout[2]), .cout(cout[10:8]));
	wire c2 = gout[2] | (pout[2] & c1); 
	gp4 gp4_block3(.gin(g[15:12]), .pin(p[15:12]), .cin(c2), .gout(gout[3]), .pout(pout[3]), .cout(cout[14:12]));
	wire c3 = gout[3] | (pout[3] & c2); 
	gp4 gp4_block4(.gin(g[19:16]), .pin(p[19:16]), .cin(c3), .gout(gout[4]), .pout(pout[4]), .cout(cout[18:16]));
	wire c4 = gout[4] | (pout[4] & c3); 
	gp4 gp4_block5(.gin(g[23:20]), .pin(p[23:20]), .cin(c4), .gout(gout[5]), .pout(pout[5]), .cout(cout[22:20]));
	wire c5 = gout[5] | (pout[5] & c4); 
	gp4 gp4_block6(.gin(g[27:24]), .pin(p[27:24]), .cin(c5), .gout(gout[6]), .pout(pout[6]), .cout(cout[26:24]));
	wire c6 = gout[6] | (pout[6] & c5); 
	gp4 gp4_block7(.gin(g[31:28]), .pin(p[31:28]), .cin(c6), .gout(gout[7]), .pout(pout[7]), .cout(cout[30:28]));
   wire [6:0] c_final;
   wire g0_31 , p0_31;
	gp8 gp8_block( .gin(gout), .pin(pout), .cin(cin), .gout(g0_31), .pout(p0_31), .cout(c_final));
	assign {cout[27], cout[23], cout[19], cout[15], cout[11], cout[7], cout[3] } = c_final;
	wire [31:0] carry_out = {cout,cin};
	assign sum = p ^ carry_out;
   assign c_out = g0_31 | (p0_31&cin);
endmodule
==> impl_metrics.ini <==
; synthesis and place-and-route metrics
[logic_synthesis]
syn_area_per_cell_um2 = 8.86
synth_cell_types = 36
syn_area_um2 = 1350
area_leaders = ha_1 30%, fa_1 15%, xor2_1 8.5%, a21o_1 7.2%, xnor2_1 3.9%
synth.logic.top_family = adder cells
ys_seq_share_pct = 0
ys_sh_adder_pct = 44.6
simple_gate_share_pct = 15.1
largest_area_cell = ha_1
yosys_cells = 152
compound_area_share_pct = 25.2
synthCells = 152
yosys_area_um2 = 1350
yosysTopAreaCellShare_pct = 29.7
ys_warn_count = 0
yosys-top-cells-count = 32 x ha_1, 13 x a21o_1, 13 x xor2_1
synth.mux.area_fraction_pct = 0
xor_area_share_pct = 12.4
yosysMostFrequentCell = ha_1

[grt]
grt_pass1_wl_um = 7380
grt_antenna_before_repair = 0
grt_pass1_vias = 1580
grt-ovfl-total = 0
track_usage_pct = 8.83
grt_max_degree = 6

[detailed_routing]
routed_wl_um = 4350
avgRoutedWirePerCell_um = 13.4
vias = 1460
drtIter0Drc = 28
diodes = 0
drc_errors = 0
via_per_inst = 4.49
dr.pass1.iters = 4
drtAntennaViolNets = 0

[timing]
rsz0062_at_grt = false
slew_headroom_pct = 74.6
setup_tns_ns = 0
finalCritPeriodShare_pct = 61.0
finalHoldViolCount = 0
fmax_mhz = 100
min_period_ns = 10.00
slew_violations = 0
setup_viol = 0
setup_ws_ns = 6.40
whs_ns = 7.64
tightest_slew_ns = 0.372

[run_status]
status = completed

[worst_setup_path]
crit_start = a[2]
critPathMaxStageDelay_ns = 0.56
endpoint_kind = output port
crit_type = primary input to output port
cp_max_fo = 5
start_kind = primary input
critPathSlowestCell = or4_4
cp_data_required_time_ns = 13.12
path_cells = clkdlybuf4s50_1 -> ha_1 -> a21o_1 -> a21oi_2 -> a2111oi_0 -> or4_4 -> a41oi_2 -> o21bai_1 -> a21o_1 -> fa_1 -> xor2_1 -> clkdlybuf4s50_1
critPathArrivalTime_ns = 6.72
crit_end = sum[27]

[placed_design]
placed_cell_area_um2 = 2420
place_inst = 325
numPortBuffers = 98
pre_cts_slack_ns = 6.36
gp_congestion = 0.801
dp_hpwl_um = 4190

[flow_run]
warning_count = 32
drv_cap = 0

[final_layout]
final-seq-area_um2 = 0
final_cell_area_um2 = 2420
stdcell_count = 325
area_growth_pct = 79.8
drive_gt1_share_pct = 2.80
nClkBuffers = 0
fillers = 598
flops = 0
combGateArea_um2 = 1310

[floorplan]
chipHeight_um = 99
die_area_um2 = 9800
io-pin-count = 98
rows = 28
core_area_um2 = 5990
dieWidth_um = 99
initCoreUtil_pct = 22.5

[worst_hold_path]
hold_path.class = primary input to output port

[clocking]
post-cts-setup-buffers = 0
cts.repair.resized = 0
hold_buffers = 0

[power_and_ir_drop]
p_leak_nw = 1.07
vdd_drop_max_v = 0.0000166
cellPowerDensity_nw_per_um2 = 39.2
[layer usage]
| layer | share of wire, % | track usage [%] |
|---|---|---|
| met5 | 0 | 0 |
| met4 | 0 | 0 |
| met3 | 8.5 | 2.75 |
| met2 | 48 | 15.1 |
| met1 | 43 | 11.3 |
[logic make-up (layout without fill, tap and decap cells)]
family / after synthesis / after routing
compound gates: 45 / 45
xor+xnor: 19 / 19
fa+ha+maj: 42 / 42
buf+inv: 10 / 108
simple gates: 36 / 36
[cells in the final DEF (no fill, tap or decap), types with 2 or more instances in the layout]
cell type and instances:
ha_1 32, o21a_1 4, nor2b_1 2, nand2b_1 2, fa_1 10, xnor2_1 6, inv_1 10, o21ai_0 2
and2_1 4, and4_1 2, a21oi_1 10, nand2_1 5, clkdlybuf4s50_1 98, nand4_1 4, nor2_1 9, nor3_1 3
o21bai_1 3, xor2_1 13, a21o_1 13
[cell type report]
type                       count  share of cell area (%)
inverter                      10                    1.55
tap                           75                    3.88
timing repair buffer          98                    40.5
multi-input combinational    142                    54.1
[how the worst min path moves through the flow]
stage,start,endpoint,depth (start not counted)
4_1_cts,cin,sum[0],5
5_1_grt,b[31],sum[31],4
6_report,b[31],sum[31],4
[critical path, delay by kind of cell]
kind | cells | cell delay [ns]
adders and majority gates | 2 | 0.69
buffers and inverters | 2 | 0.93
xor gates and xnor gates | 1 | 0.16
AOI/OAI and AO/OA | 6 | 1.09
and+or+nand+nor | 1 | 0.56
[where the power goes]
part           total, mW  leakage (nW)  internal, mW  switching [mW]
combinational     0.0950          1.07        0.0635          0.0315
clock                  0             0             0               0
sequential             0             0             0               0
[per-stage QoR]
| step | utilization (%) | power (mW) |
|---|---|---|
| 6_report | 40.4 | 0.0950 |
| 5_1_grt | 40.4 | 0.108 |
| 4_1_cts | 40.4 | 0.0977 |
| 3_5_place_dp | 40.4 | 0.0970 |
| 3_3_place_gp | 40.4 | 0.0973 |
| 2_1_floorplan | - | 0.0359 |
Power is estimated from default activity; no workload was simulated.
